### config.mk
export PLATFORM = sky130hd
export DESIGN_NAME = alu
export DESIGN_NICKNAME = alu
export VERILOG_FILES = /design/flow/design.v
export SDC_FILE = /design/flow/constraint.sdc
export NUM_CORES = 4
export LEC_CHECK = 1
export CORE_UTILIZATION = 30
### constraint.sdc
current_design alu

set clk_period 7.6
set clk_io_pct 0.2

create_clock -name clk0 -period $clk_period

set non_clock_inputs [all_inputs -no_clocks]
set_input_delay [expr $clk_period * $clk_io_pct] -clock clk0 $non_clock_inputs
set_output_delay [expr $clk_period * $clk_io_pct] -clock clk0 [all_outputs]
### design.v
module alu(ctrl,x,y,carry,out);
    input  [3:0] ctrl;
    input  [7:0] x;
    input  [7:0] y;
    output       carry;
    output [7:0] out;
	reg carry; 
	reg [7:0] out;
	always @(ctrl or x or y) begin
		case(ctrl)
		4'b0000: {carry, out [7:0]} = ({x[7],x}+{y[7],y});
		4'b0001: {carry, out [7:0]} = ({x[7],x}-{y[7],y});
		4'b0010: out = (x&y);
		4'b0011: out = (x|y);
		4'b0100: out = (~x) ;
		4'b0101: out = (x^y);
		4'b0110: out = (~(x|y));
		4'b0111: out = (y << x[2:0]);
		4'b1000: out = (y >> x[2:0]);
		4'b1001: out = ({x[7],x[7:1]});
		4'b1010: out = ({x[6:0],x[7]});
		4'b1011: out = ({x[0],x[7:1]});
		4'b1100: out = ((x==y)?1:0);
		default: out = 0;
		endcase 
	end
endmodule
### run.sh
#!/bin/bash
# OpenROAD 26Q1-2900-gdf79404cd8, Yosys 0.63+post, stock flow scripts
make -C /OpenROAD-flow-scripts/flow DESIGN_CONFIG=/design/flow/config.mk WORK_HOME=/design/flow/orfs finish
==> results.cfg <==
; yosys + openroad results
[synthesis]
yosys_warnings = 1
syn_avg_cell_area_um2 = 7.45
yosys_cells = 287
async_flop_share_pct = 0
yosysUniqueCellTypes = 62
ff_type = dlxtn_1
syn_area_um2 = 2140
ys.flops = 1
synth-edff-count = 0
yosys_area_um2 = 2140
netlist_instances = 287

[power_and_ir_drop]
power_density_nw_per_um2 = 62.6
swShare_pct = 54.7
power.internal_uw = 70.2
p_switching_uw = 84.6
p_seq_share_pct = 0.7
clockPowerShare_pct = 0
p_comb_share_pct = 99.3
vdd.ir_drop.worst_mv = 0.0182
p_leak_uw = 0.000973

[routing]
wl_met1_mm = 3.30
postRouteAntennaNets = 0
vias_per_cell = 6.04
drtIter0Drc = 189
drtPass1Iterations = 5
diodes = 0
drc = 0
highest_layer = met4
vias = 2398
routed_wl_mm = 7.15
wl_met3_um = 408
wl_met2_mm = 3.32
wl_per_cell_um = 18.0

[placed_design]
numPortBuffers = 29
post-place-ws_ps = 1270
gp_congestion = 0.987
place_hpwl_mm = 5.45

[die]
core-area_um2 = 6830
initCoreUtil_pct = 31.3
pin_count = 29
dieArea_um2 = 7470
rows = 30
die_h_um = 86.5
die_w_um = 86.5

[cells_and_area]
largest_reg_flops = 1
syn_to_final_growth_pct = 15.6
drive_above_1_share_pct = 8.97
nFillCells = 740

[global_routing]
grt_pass1_vias = 2117
antenna_found_initial = 0
grt_overflow = 0
grt_max_degree = 32
grt_usage_pct = 19.8
grt_pass1_wl_mm = 11.4

[clock_network]
cts_setup_buffers = 0
cts_resized = 0
holdBufCountCts = 0

[sta]
slew_viol_final = 0
rsz0062_at_grt = false
whs_ps = 4380
finalSetupViolations = 0
hold_viol = 0
finalSetupTns_ps = 0
timing.fmax_mhz = 156
unclocked_regs = 1
slew_headroom_pct = 45.6
finalCritPeriodShare_pct = 84.2
unconstrained_endpoints = 2
min_period_ps = 6400
fin_ws_ps = 1200
worst_pin_slew_ps = 810

[worst_setup_path]
arrival_ps = 4880
crit_type = input port to output pin
end_kind = output pin
startpoint_type = input port
critPathRequiredTime_ps = 6080
critPathMaxFanout = 16

[hold_path]
hold_class = input port to output pin

[flow_run]
tool_warnings = 49
cap_violations = 0

[status]
outcome = finished clean
## layer usage
metal,vias up,global-route usage [%]
met2,113,31.7
li1,1142,-
met1,1129,29.9
met5,-,0
met4,0,3.18
met3,14,1.64
## synth_stat cells (all sizes together) (4+ instances only)
master	count	area share [%]
ha	25	15
inv	23	4.0
nor2	23	4.0
a21oi	20	4.7
buf	18	5.1
a22oi	13	4.8
nand2	13	2.3
o21ai	11	2.6
nor3	10	2.6
o22ai	10	3.2
mux2i	9	4.2
nand3	9	2.1
mux4	8	8.4
nor2b	7	2.0
nand2b	5	1.5
o21bai	5	1.8
a211oi	4	1.4
a221oi	4	1.6
and3	4	1.2
nand4	4	1.2
nor4	4	1.9
o221ai	4	1.6
o31ai	4	1.4
## cell usage in the layout (no fill, tap or decap), types with 6 or more instances in the layout
cell,Yosys,layout
nor3_1,9,9
inv_1,23,23
o22ai_1,9,9
mux4_2,8,8
mux2i_1,9,9
a21oi_1,20,20
nor2_1,23,23
nand3_1,9,9
nand2_1,13,13
nor2b_1,7,7
ha_1,25,25
clkdlybuf4s50_1,0,29
buf_4,3,6
a22oi_1,12,12
o21ai_0,11,11
## stage by stage
stage               cells  util, %  area (um2)  power [uW]
floorplan             287        -        2140        97.1
global placement      397     36.2        2470         153
detailed placement    397     36.2        2470         153
CTS                   397     36.2        2470         154
global route          397     36.2        2470         168
finish                397     36.2        2470         155
## logic make-up after synthesis
| logic type | after synthesis | synth area share, % |
|---|---|---|
| compound gates | 99 | 34.0 |
| fa+ha+maj | 27 | 16.5 |
| buf+inv | 45 | 9.88 |
| latches | 1 | 0.702 |
| mux | 20 | 14.2 |
| simple gates | 95 | 24.7 |
## worst max-delay path: stages
cell             delay [ps]
clkdlybuf4s50_1         820
clkinv_1                360
ha_1                    480
and3_1                  250
a2111oi_4               410
o21bai_1                100
a21oi_1                 190
nand3_1                 100
o2111ai_1               150
clkdlybuf4s50_1         490
## power groups by stage
stage	sequential, uW	combinational [uW]	clock [uW]
global route	1.20	167	0
CTS	1.12	152	0
finish	1.12	154	0
## final timing paths
check | startpoint | to | slack (ps) | cells past startpoint
max | x[2] | out[7] | 1200 | 10
min | x[5] | out[6] | 4380 | 6
## layout make-up
type / count / area (um2) / share of cell area (%)
Inverter: 24 / 90.1 / 3.64
Multi-Input combinational cell: 241 / 1910 / 77.3
Sequential cell: 1 / 15.0 / 0.607
Tap cell: 96 / 120 / 4.86
Timing Repair Buffer: 35 / 335 / 13.6
Power is estimated from default activity; no workload was simulated.
