==> flow/design.v <==
module SingleCycle_MIPS( 
    clk,
    rst_n,
    IR_addr,
    IR,
    RF_writedata,
    ReadDataMem,
    CEN,
    WEN,
    A,
    ReadData2,
    OEN
);
    input         clk, rst_n;
    input  [31:0] IR;
    output [31:0] IR_addr, RF_writedata;
    input  [31:0] ReadDataMem;   
    output        CEN;   
    output        WEN;   
    output  [6:0] A;   
    output [31:0] ReadData2;   
    output        OEN;   
	wire [31:0] PC_i;
	wire [31:0] PC_nxt;
	wire [31:0] PC_o;
	wire [31:0] PC_add4;
	wire [31:0] jump_addr;
	wire		RegDst;
	wire		Jump;
	wire		Branch;
	wire		MemRead;
	wire		MemToReg;
	wire [ 1:0]	ALUOp;
	wire		MemWrite;
	wire		ALUSrc;
	wire		RegWrite;
	wire		jal;
	wire		jr;
	wire [ 4:0] pre_Reg_W;
	wire [ 4:0] Reg_R1;
	wire [ 4:0] Reg_R2;
	wire [ 4:0] Reg_W;	
	wire [31:0] WriteData;
	wire [31:0] ReadData1;
	wire [31:0] IR_extend;
	wire [ 2:0] ALUctrl;
	wire [31:0] ALUin1;
	wire [31:0] ALUin2;
	wire [31:0] ALUresult;
	wire        ALUzero;
	wire [31:0] BranchAddr;
	wire [31:0] MUX_Branch_o;
	wire [31:0] MUX_Jump_o;
	wire [31:0] MUX_MemToReg_o;
	assign PC_i = PC_nxt ;
	PC PC (
	.PC_i(PC_i),
	.PC_o(IR_addr),
	.clk(clk),
	.rst_n(rst_n)
	);
	Control Control (
	.opcode_i(IR[31:26]),
	.func_i(IR[5:0]),
	.RegDst_o(RegDst),
	.Jump_o(Jump),
	.Branch_o(Branch),
	.MemRead_o(MemRead),
	.MemToReg_o(MemToReg),
	.ALUOp_o(ALUOp),
	.MemWrite_o(MemWrite),
	.ALUSrc_o(ALUSrc),
	.RegWrite_o(RegWrite),
	.jal_o(jal),
	.jr_o(jr)
	);
	MUX2_5b MUX_RegDST (
	.data0_i(IR[20:16]),
	.data1_i(IR[15:11]),
	.sel_i(RegDst),
	.data_o(pre_Reg_W)
	);
	MUX2_5b MUX_jal0 (
	.data0_i(pre_Reg_W),
	.data1_i(5'd31),
	.sel_i(jal),
	.data_o(Reg_W)
	);
	assign Reg_R1 = IR[25:21] ;
	assign Reg_R2 = IR[20:16] ;
	Register Register (
	.Reg_R1_i(Reg_R1),
	.Reg_R2_i(Reg_R2),
	.Reg_W_i(Reg_W),
	.RegWrite_i(RegWrite),
	.WriteData_i(WriteData),
	.ReadData1_o(ReadData1),
	.ReadData2_o(ReadData2),
	.clk(clk),
	.rst_n(rst_n)
	);
	assign RF_writedata = WriteData ;
	Sign_Extend Sign_Extend (
	.data_i(IR[15:0]),
	.data_o(IR_extend)
	);
	MUX2_32b MUX_Src (
	.data0_i(ReadData2),
	.data1_i(IR_extend),
	.sel_i(ALUSrc),
	.data_o(ALUin2)
	);
	ALU_Control ALU_Control (
	.func_i(IR[3:0]),
	.ALUOp_i(ALUOp),
	.ALUctrl_o(ALUctrl)
	);
	assign ALUin1 = ReadData1 ;
	ALU ALU (
	.ALUin1_i(ALUin1),
	.ALUin2_i(ALUin2),
	.ALUctrl_i(ALUctrl),
	.ALUresult_o(ALUresult),
	.ALUzero_o(ALUzero)
	);
	assign A = ALUresult[8:2] ;
	Adder Adder0 (
	.data0_i(IR_addr),
	.data1_i(32'b100),
	.data_o(PC_add4)
	);
	assign jump_addr = {PC_add4[31:28],IR[25:0],2'b00} ;
	Adder Adder1 (
	.data0_i(PC_add4),
	.data1_i({IR_extend[29:0],2'b00}),
	.data_o(BranchAddr)
	);	
	MUX2_32b MUX_Branch (
	.data0_i(PC_add4),
	.data1_i(BranchAddr),
	.sel_i((Branch & ALUzero)),
	.data_o(MUX_Branch_o)
	);	
	MUX2_32b MUX_Jump (
	.data0_i(MUX_Branch_o),
	.data1_i(jump_addr),
	.sel_i(Jump),
	.data_o(MUX_Jump_o)
	);		
	MUX2_32b MUX_jr (
	.data0_i(MUX_Jump_o),
	.data1_i(ReadData1),
	.sel_i(jr),
	.data_o(PC_nxt)
	);	
	MUX2_32b MUX_MemToReg (
	.data0_i(ALUresult),
	.data1_i(ReadDataMem),
	.sel_i(MemToReg),
	.data_o(MUX_MemToReg_o)
	);	
	MUX2_32b MUX_jal1 (
	.data0_i(MUX_MemToReg_o),
	.data1_i(PC_add4),
	.sel_i(jal),
	.data_o(WriteData)
	);	
	assign CEN = ~(MemWrite | MemRead) ;
	assign WEN = ~MemWrite | MemRead ;
	assign OEN = 0 ;
endmodule
module Control (
	opcode_i,
	func_i,	
	RegDst_o,
	Jump_o,
	Branch_o,
	MemRead_o,
	MemToReg_o,
	ALUOp_o,
	MemWrite_o,
	ALUSrc_o,
	RegWrite_o,
	jal_o,
	jr_o
);
	input  [5:0] opcode_i;
	input  [5:0] func_i;
	output 	     RegDst_o;
	output 		 Jump_o;
	output		 Branch_o;
	output		 MemRead_o;
	output		 MemToReg_o;
	output [1:0] ALUOp_o;
	output		 MemWrite_o;
	output 		 ALUSrc_o;
	output 		 RegWrite_o;
	output		 jal_o;
	output		 jr_o;
	wire r,lw,sw,beq,jump,jal,jr;
	assign r    = ( opcode_i == 6'b000000 ) ? 1'b1 : 1'b0 ;
	assign lw   = ( opcode_i == 6'b100011 ) ? 1'b1 : 1'b0 ;
	assign sw   = ( opcode_i == 6'b101011 ) ? 1'b1 : 1'b0 ;
	assign beq  = ( opcode_i == 6'b000100 ) ? 1'b1 : 1'b0 ;
	assign jump = ( opcode_i == 6'b000010 ) ? 1'b1 : 1'b0 ;
	assign jal  = ( opcode_i == 6'b000011 ) ? 1'b1 : 1'b0 ;
	assign jr   = ( (opcode_i == 6'b000000) && (func_i == 6'b001000) ) ? 1'b1 : 1'b0 ;
	assign RegDst_o   = r ;
	assign Jump_o 	  = jump | jal ;
	assign Branch_o   = beq ;
    assign MemRead_o  = lw ;
	assign MemToReg_o = lw ;
	assign ALUOp_o	  = { r , beq } ;
	assign MemWrite_o = sw ;
	assign ALUSrc_o   = lw | sw ;
	assign RegWrite_o = r | lw | jal ;
	assign jal_o 	  = jal ;
	assign jr_o	      = jr ;	
endmodule
module Register (
	Reg_R1_i,
	Reg_R2_i,
	Reg_W_i,
	RegWrite_i,
	WriteData_i,
	ReadData1_o,
	ReadData2_o,
	clk,
	rst_n
);
	input		  clk;  
	input 	      rst_n;
	input		  RegWrite_i;
	input  [ 4:0] Reg_R1_i;
	input  [ 4:0] Reg_R2_i;
	input  [ 4:0] Reg_W_i;
	input  [31:0] WriteData_i;
	output [31:0] ReadData1_o;
	output [31:0] ReadData2_o;
	reg [31:0] register [0:31] ;  
	integer i ;  
	assign ReadData1_o = register[Reg_R1_i] ;
	assign ReadData2_o = register[Reg_R2_i] ;
	always @(posedge clk or negedge rst_n) begin
		if (~rst_n) begin
			for ( i = 0 ; i < 32 ; i = i + 1) begin
				register[i] <= 32'b0 ;
			end	
		end 
		else 
		if (RegWrite_i) begin  
			for ( i = 0 ; i < 32 ; i = i + 1) begin
				if ( i ==  Reg_W_i)
					register[Reg_W_i] <= WriteData_i ;
				else
					register[i] <= register[i] ;
			end			
		end
		else begin
			for ( i = 0 ; i < 32 ; i = i + 1)
				register[i] <= register[i] ;
		end	
	end	
endmodule
module PC (
	PC_i,
	PC_o,
	clk,
	rst_n
);
	input		  	  clk;
	input			  rst_n;	
	input  	   [31:0] PC_i;
	output reg [31:0] PC_o;
	always @ (posedge clk or negedge rst_n) begin
		if(~rst_n)
			PC_o <= 32'b0 ;
		else
			PC_o <= PC_i;	
	end
endmodule
module ALU (
	ALUin1_i,
	ALUin2_i,
	ALUctrl_i,
	ALUresult_o,
	ALUzero_o
);
	input signed [31:0] ALUin1_i;
	input signed [31:0] ALUin2_i;
	input 		 [ 2:0] ALUctrl_i;
	output reg signed [31:0] ALUresult_o;
	output 		  			 ALUzero_o;
	assign ALUzero_o = (ALUin1_i == ALUin2_i) ? 1'b1 : 1'b0 ;
	always @(*) begin
		case(ALUctrl_i)
			3'b000 : ALUresult_o = ALUin1_i & ALUin2_i ;  
			3'b001 : ALUresult_o = ALUin1_i | ALUin2_i ;  
			3'b010 : ALUresult_o = ALUin1_i + ALUin2_i ;  
			3'b110 : ALUresult_o = ALUin1_i - ALUin2_i ;  
			3'b111 : ALUresult_o = (ALUin1_i < ALUin2_i) ? 32'b1 : 32'b0 ;  
			default : ALUresult_o = 32'b0;
		endcase
	end 
endmodule
module ALU_Control (
	func_i,
	ALUOp_i,
	ALUctrl_o
);
	input  [3:0] func_i;
	input  [1:0] ALUOp_i;	
	output [2:0] ALUctrl_o;
	assign ALUctrl_o =
	( ALUOp_i == 2'b10 ) ?  
		(	( func_i == 4'b0000) ? 3'b010 :  
			( func_i == 4'b0010) ? 3'b110 :  
			( func_i == 4'b0100) ? 3'b000 :  
			( func_i == 4'b0101) ? 3'b001 :  
			( func_i == 4'b1010) ? 3'b111 : 3'b000  
		) :
	( ALUOp_i == 2'b01 ) ? 3'b110 :  
	( ALUOp_i == 2'b00 ) ? 3'b010 : 3'b000;  
endmodule
module Adder (
	data0_i,
	data1_i,
	data_o
);
	input  [31:0] data0_i;
	input  [31:0] data1_i;
	output [31:0] data_o;
	assign data_o = data0_i + data1_i ;
endmodule
module Sign_Extend (
	data_i,
	data_o
);
	input  [15:0] data_i;
	output [31:0] data_o;
	assign data_o = { {16{data_i[15]}} , data_i } ;
endmodule
module MUX2_5b (
	data0_i,
	data1_i,
	sel_i,
	data_o
);
	input  [4:0] data0_i;
	input  [4:0] data1_i;
	input		 sel_i;	
	output [4:0] data_o;
	assign data_o = sel_i ? data1_i : data0_i;
endmodule
module MUX2_32b (
	data0_i,
	data1_i,
	sel_i,
	data_o
);
	input  [31:0] data0_i;
	input  [31:0] data1_i;
	input	      sel_i;	
	output [31:0] data_o;
	assign data_o = sel_i ? data1_i : data0_i;
endmodule
==> flow/run.sh <==
#!/bin/bash
# OpenROAD 26Q1-2900-gdf79404cd8, Yosys 0.63+post, stock flow scripts
make -C /OpenROAD-flow-scripts/flow DESIGN_CONFIG=/design/flow/config.mk WORK_HOME=/design/flow/orfs finish
==> flow/config.mk <==
export PLATFORM = sky130hd
export DESIGN_NAME = SingleCycle_MIPS
export DESIGN_NICKNAME = SingleCycle_MIPS
export VERILOG_FILES = /design/flow/design.v
export SDC_FILE = /design/flow/constraint.sdc
export NUM_CORES = 4
export LEC_CHECK = 1
export CORE_UTILIZATION = 30
==> flow/constraint.sdc <==
current_design SingleCycle_MIPS

set clk_period 22.7
set clk_io_pct 0.2

create_clock -name clk0 -period $clk_period [get_ports {clk}]

set non_clock_inputs [all_inputs -no_clocks]
set_input_delay [expr $clk_period * $clk_io_pct] -clock clk0 $non_clock_inputs
set_output_delay [expr $clk_period * $clk_io_pct] -clock clk0 [all_outputs]
==> flow_summary.ini <==
; physical design summary
[routing]
num_vias = 59200
routed_wl_um = 338000
drt-vias-per-instance = 6.66
drtAntennaViolNets = 0
drc = 0
firstDrtPassIters = 10
first_iter_violations = 7620
wire_per_inst_um = 37.9

[job]
max_cap_violations = 0
warning_count = 93

[clocking]
cts_buffers = 114
postCtsResizedCells = 0
cts_tree = built
cts-root-buf = clkbuf_16
htreeDepth = 3
postCtsSetupRepairBufs = 0
clk_pin_slew_ns = 0.06
clockBufferDepth = 3
cts.sinks = 1056
cts_hold_buf = 0
clk_latency_ns = 0.80

[sta]
slew_headroom_pct = 29.0
drv_slew = 0
setup_tns_ns = 0
fmax_mhz = 58.0
hold_violations = 0
fin_crit_ns = 17.23
final.setup_skew_ns = 0.0408
period_used_pct = 75.9
rsz0062_at_grt = false
worstMarginPinSlew_ns = 1.06
setup_viol = 0
fin_ws_ns = 5.47

[global_routing]
overflow = 0
grt_start_max_net_pins = 112
grt_usage_pct = 34.9
grt_pass1_vias = 57000
antenna_found_initial = 24
grt_pass1_wl_um = 465000

[setup_path]
crit_start = IR[18]
crit_required_ns = 18.16
r2r-start = Register.register[2][10]$_DFFE_PN0N_
end_kind = primary output
cp_max_fo = 33
arrival_ns = 12.69
worst_setup_path_start_kind = input pin
path_class = input pin to primary output

[pwr]
leakagePower_uw = 0.0286
ir_drop_uv = 63.8
power.total_uw = 4680
power_density_nw_per_um2 = 69.0

[die]
die_x_um = 442
io_pins = 172
core-area_sq_um = 193000
fp.dieH_um = 442
rows = 161
die_area_sq_um = 196000
fp-utilization_pct = 30.2

[synthesis]
ys_chip_area_sq_um = 58200
edf_count = 0
yosys.cell_types.count = 90
syn_area_sq_um = 58200
ys_ff = 1056
syn_area_per_cell_sq_um = 9.27
synth_seq_share_pct = 45.4
yosys_warnings = 4
syn_inst = 6273
synth-async-reset-ratio_pct = 100
dominantRegCellSynth = dfrtp_1
ys_cells = 6273

[worst_hold_path]
hold_start = Register.register[3][25]$_DFFE_PN0N_
hp-class = flip-flop to flip-flop

[layout]
fin_util_pct = 35.2
fillers = 19100
fin_area_sq_um = 67800
drive_above_1_share_pct = 12.8
areaGrowthSynthToFinish_pct = 16.6

[placement]
place_ws_ns = 5.90
portBuffers = 170
place_area_sq_um = 63800
globalplace.congestion = 1.06
hpwl_um = 216000

[outcome]
status = complete, no violations
## cell usage after synthesis, types with 26 or more instances
cell | n | area share [%]
dfrtp_1 | 1056 | 45
xnor2_1 | 26 | 0.39
ha_1 | 126 | 2.7
a22oi_1 | 327 | 4.2
a22o_1 | 321 | 4.8
nor2_1 | 220 | 1.4
nand2_1 | 960 | 6.2
o32a_1 | 67 | 1.2
mux2_2 | 172 | 3.3
o21ai_0 | 748 | 6.4
mux2_1 | 28 | 0.54
nand3_1 | 109 | 0.94
a21oi_1 | 199 | 1.7
o31ai_1 | 177 | 2.3
a21o_1 | 31 | 0.40
inv_1 | 138 | 0.89
nand4_1 | 140 | 1.5
buf_1 | 36 | 0.23
nor3_1 | 42 | 0.36
clkbuf_1 | 502 | 3.2
a221oi_1 | 331 | 5.0
buf_2 | 28 | 0.24
o211ai_1 | 32 | 0.41
a211oi_1 | 29 | 0.37
## final timing paths
path | slack (ns) | to | cells after the start
setup / recovery | 5.47 | RF_writedata[12] | 21
hold / removal | 0.51 | Register.register[3][25]$_DFFE_PN0N_ | 2
setup reg to reg | 16.64 | Register.register[2][28]$_DFFE_PN0N_ | 17
hold reg to reg | 0.51 | Register.register[3][25]$_DFFE_PN0N_ | 2
max in group asynchronous | 15.36 | Register.register[25][22]$_DFFE_PN0N_ | 6
min in group asynchronous | 3.73 | Register.register[18][9]$_DFFE_PN0N_ | 1
## critical path: stages
cell and delay (ns):
clkdlybuf4s50_1 0.66, or3_1 0.66, nor2_4 0.73, buf_4 0.68
a22o_1 0.25, a221oi_1 0.05, nand4_1 0.13, o32a_1 0.53
mux2i_1 0.36, fa_1 0.52, nand2b_1 0.12, a221oi_1 0.11
o211ai_1 0.47, nand2b_1 0.17, a21oi_1 0.25, o21ai_0 0.17
a2111o_1 0.44, o211a_1 0.18, buf_4 0.27, o21ai_0 0.73
clkdlybuf4s50_1 0.62
## sequential cells by signal, summed over array words and instances, names as in the netlist, named ones only
register / cells
PC.PC_o: 32
Register.register: 992
## per-stage QoR
step                      hold WS [ns]  cells
after floorplan                  0.469   6273
after global placement           0.487   8665
after detailed placement         0.496   8665
after CTS                        0.508   8879
after global routing             0.529   8883
final                            0.508   8899
## final cells by class
| type | instances | area, sq um | area share (%) |
|---|---|---|---|
| Inverter | 138 | 518 | 0.764 |
| Clock inverter | 65 | 832 | 1.23 |
| Timing Repair Buffer | 442 | 3760 | 5.54 |
| Sequential cell | 1056 | 26400 | 39.0 |
| Clock buffer | 149 | 3170 | 4.67 |
| Multi-Input combinational cell | 4503 | 29900 | 44.1 |
| Tap cell | 2526 | 3160 | 4.66 |
| Antenna cell | 20 | 50.0 | 0.0738 |
## cells by family after synthesis
logic type | synth area share, %
AOI/OAI and AO/OA | 29.8
muxes | 4.30
buffers and inverters | 4.73
and+or+nand+nor | 12.3
DFF | 45.4
other | 0.00645
adders and majority gates | 2.81
xor gates and xnor gates | 0.693
## power breakdown
| group | switching (uW) | total (uW) | internal, uW |
|---|---|---|---|
| Combinational | 441 | 668 | 227 |
| Clock | 876 | 2030 | 1150 |
| Sequential | 60.2 | 1990 | 1930 |
## per-layer routing
| layer | vias to the layer above | GRT usage (%) | share of wire, % |
|---|---|---|---|
| met5 | - | 5.89 | 0.57 |
| met4 | 54 | 21.2 | 8.5 |
| met3 | 1680 | 22.9 | 17 |
| met2 | 5019 | 46.5 | 39 |
| met1 | 28800 | 41.0 | 35 |
| li1 | 23700 | - | - |
## cell usage in the layout (no fill, tap or decap), types with 169 or more instances in the layout
cell type and count:
a221oi_1 330, buf_4 271, mux2_2 172, a22o_1 321, o21ai_0 744, clkdlybuf4s50_1 169, dfrtp_1 1056, a22oi_1 326
o31ai_1 177, nand2_1 931, a21oi_1 195
No activity file was given, so power comes from the tool's default toggle rates.
