==> /design/flow/design.v <==
module alu_rtl(ctrl,x,y,carry,out);
    input  [3:0] ctrl;
    input  [7:0] x;
    input  [7:0] y;
    output       carry;
    output [7:0] out;
	assign {carry,out[7:0]} = (ctrl == 4'b0000) ? ({x[7],x}+{y[7],y}) :
							  (ctrl == 4'b0001) ? ({x[7],x}-{y[7],y}) : 						  
							  (ctrl == 4'b0010) ? (x&y) :
							  (ctrl == 4'b0011) ? (x|y) :
							  (ctrl == 4'b0100) ? (~x) :
							  (ctrl == 4'b0101) ? (x^y) :
							  (ctrl == 4'b0110) ? ~(x|y) :
							  (ctrl == 4'b0111) ? (y<<x[2:0]) :
							  (ctrl == 4'b1000) ? (y>>x[2:0]) :
							  (ctrl == 4'b1001) ? ({x[7],x[7:1]}) :
							  (ctrl == 4'b1010) ? ({x[6:0],x[7]}) :
							  (ctrl == 4'b1011) ? ({x[0],x[7:1]}) :
							  (ctrl == 4'b1100) ? ((x==y)?1:0) :
							  (ctrl == 4'b1101) ? 0 :
							  (ctrl == 4'b1110) ? 0 :
							  (ctrl == 4'b1111) ? 0 : 0; 				 
endmodule
==> /design/flow/run.sh <==
#!/bin/bash
# OpenROAD 26Q1-2900-gdf79404cd8, Yosys 0.63+post, stock flow scripts
make -C /OpenROAD-flow-scripts/flow DESIGN_CONFIG=/design/flow/config.mk WORK_HOME=/design/flow/orfs finish
==> /design/flow/config.mk <==
export PLATFORM = sky130hd
export DESIGN_NAME = alu_rtl
export DESIGN_NICKNAME = alu_rtl
export VERILOG_FILES = /design/flow/design.v
export SDC_FILE = /design/flow/constraint.sdc
export NUM_CORES = 4
export LEC_CHECK = 1
export CORE_UTILIZATION = 30
==> /design/flow/constraint.sdc <==
current_design alu_rtl

set clk_period 5.5
set clk_io_pct 0.2

create_clock -name clk0 -period $clk_period

set non_clock_inputs [all_inputs -no_clocks]
set_input_delay [expr $clk_period * $clk_io_pct] -clock clk0 $non_clock_inputs
set_output_delay [expr $clk_period * $clk_io_pct] -clock clk0 [all_outputs]
==> impl_metrics.toml <==
# synthesis and place-and-route metrics
[floorplanning]
die_width_um = 87.9
core_area_mm2 = 0.00694
num_rows = 30
ios = 29
die-height_um = 87.9
fp_util_pct = 31.9
chipArea_mm2 = 0.00773

[worst_setup_path]
critPathRequiredTime_ns = 4.40
crit_type = "in2out"
critPathCapture = "out[5]"
crit_path_max_fanout = 11
start_kind = "primary input"
critPathLaunch = "y[4]"
end_kind = "output pin"
arrival_ns = 4.17

[route]
wl_um = 7670
initialDrtViolationCount = 236
n_antenna_cell = 0
drc = 0
wl_per_cell_um = 17.7
first_pass_iters = 4
avgViaCountPerCell = 5.94
vias = 2571
antenna_left = 0

[power_and_ir_drop]
clkPwrFrac_pct = 0
switching_share_pct = 55.1
p_seq_share_pct = 0
p_sw_mw = 0.129
cellPowerDensity_mw_per_mm2 = 91.0
cellLeakagePower_nw = 1.01
p_int_mw = 0.105
p_comb_share_pct = 100.0
ir_drop_uv = 29.2
power_mw = 0.234

[layout]
finalInstanceArea_mm2 = 0.00257
area_growth_pct = 16.0
drive_gt1_share_pct = 8.01
seq_cells = 0
nFillCells = 736
ff_latch_area_um2 = 0
clkbuf_count = 0
final_layout_top_logic_cell = "nand2_1"
final_cell_mix = "nand2_1, a21oi_1, clkdlybuf4s50_1"

[final_timing]
fin_crit_ns = 5.27
rsz0062_at_grt = "no"
hold_viol_final = 0
setup_slack_ns = 0.228
tns_ns = 0
finalClockPeriodUsage_pct = 95.9
setup_viol = 0
max_freq_ghz = 0.190
relSlewSlack_pct = 64.6
drv_slew = 0
worst_pin_slew_ns = 0.528

[synthesis]
synth_area_mm2 = 0.00221
top_cell_area_share_pct = 13.6
synthCells = 324
synth.avg_cell_area_um2 = 6.84
ys_types = 60
synth.area.top_cells = "ha_1, a21oi_1, mux4_2"
ys_cells = 324
top_area_cell = "ha_1"
ys_chip_area_mm2 = 0.00221
synth_warnings = 0
ys_seq_share_pct = 0

[placed_design]
placed_area_mm2 = 0.00257
gp_congestion = 1.03
portBuffers = 29
post-place-ws_ns = 0.253
dp_hpwl_um = 6010

[global_routing]
met2_usage_pct = 31.5
top_usage_layer = "met1"
grt_use_total_pct = 21.1
grt_use_met1_pct = 32.4
grt_pass1_vias = 2283
grt_use_met3_pct = 3.63
grt_max_degree = 25
grt_pass1_wl_um = 12400
antenna_found_initial = 0
grt-ovfl-total = 0

[cts]
postCtsSetupBuffers = 0
postCtsHoldBufs = 0
cts_resized = 0

[run]
max_cap_viol_count = 0
warning_count = 48

[run_status]
status = "completed"

[min_path]
holdCritPathClass = "in2out"
==> how the worst min path moves through the flow <==
stage | from | to | slack (ns) | cells after the start
6_report | x[2] | out[1] | 3.53 | 5
5_1_grt | x[2] | out[1] | 3.62 | 5
4_1_cts | ctrl[3] | out[5] | 3.54 | 4
==> synth_stat cells (5+ instances only) <==
| cell | number |
|---|---|
| nor2_1 | 27 |
| nor3_1 | 13 |
| clkbuf_1 | 6 |
| buf_2 | 17 |
| nand2_1 | 33 |
| a22oi_1 | 5 |
| mux2i_1 | 9 |
| o21ai_0 | 23 |
| inv_1 | 22 |
| o22ai_1 | 8 |
| mux4_2 | 6 |
| nand3_1 | 7 |
| ha_1 | 24 |
| a211oi_1 | 6 |
| a21oi_1 | 29 |
| o211ai_1 | 7 |
==> metal layers <==
| layer | part of all wire [%] | vias to the layer above |
|---|---|---|
| li1 | - | 1236 |
| met1 | 46 | 1198 |
| met2 | 44 | 125 |
| met3 | 8.0 | 12 |
| met4 | 2.0 | 0 |
| met5 | 0 | - |
==> critical path, cell delays in order <==
cell and delay (ns):
clkdlybuf4s50_1 0.65, inv_1 0.18, ha_1 0.55, nand3_1 0.11, o211ai_1 0.31, nor2_1 0.11
a221oi_1 0.28, nor2_1 0.07, a211oi_1 0.30, clkdlybuf4s50_1 0.52
==> cells by family (layout without fill, tap and decap cells) <==
| family | after synthesis | count (layout) | share of synthesized area, % |
|---|---|---|---|
| AOI/OAI and AO/OA | 120 | 120 | 35.8 |
| xor gates and xnor gates | 6 | 6 | 2.37 |
| adders and majority gates | 26 | 26 | 15.4 |
| buffers and inverters | 54 | 67 | 11.1 |
| muxes | 20 | 20 | 15.4 |
| and+or+nand+nor | 98 | 98 | 19.9 |
==> final cells by class <==
| type | count | area [µm²] | area share, % |
|---|---|---|---|
| Inverter | 25 | 93.8 | 3.65 |
| Timing Repair Buffer | 42 | 388 | 15.1 |
| Tap cell | 96 | 120 | 4.67 |
| Multi-Input combinational cell | 270 | 1970 | 76.6 |
==> stage by stage <==
stage	util (%)	hold WS (ns)	std cells
after detailed placement	37.0	3.53	433
after global placement	37.0	3.52	433
after global routing	37.0	3.62	433
after CTS	37.0	3.54	433
final	37.0	3.53	433
after floorplan	-	2.46	324
==> power groups by stage <==
stage | logic (mW) | clock network (mW) | registers (mW)
CTS | 0.231 | 0 | 0
global route | 0.257 | 0 | 0
finish | 0.234 | 0 | 0
Power is estimated from default activity; no workload was simulated.
