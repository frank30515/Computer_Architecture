==> flow/design.v <==
module register_file(Clk,WEN,RW,busW,RX,RY,busX,busY);
    input        Clk, WEN;
    input  [2:0] RW, RX, RY;
    input  [7:0] busW;
    output [7:0] busX, busY;
	reg [7:0] r [7:0]; 
	initial begin
		r[0] <= 8'd0;
		r[1] <= 8'd0;
		r[2] <= 8'd0;
		r[3] <= 8'd0;
		r[4] <= 8'd0;
		r[5] <= 8'd0;
		r[6] <= 8'd0;
		r[7] <= 8'd0;	
	end
	always @(posedge Clk) begin
		if(WEN)begin
			case(RW)
			3'b000 : r[0] <= 0;
			3'b001 : r[1] <= busW;
			3'b010 : r[2] <= busW;
			3'b011 : r[3] <= busW;
			3'b100 : r[4] <= busW;
			3'b101 : r[5] <= busW;
			3'b110 : r[6] <= busW;
			3'b111 : r[7] <= busW;
			endcase
		end
	end
	reg [7:0] busX;
	reg [7:0] busY;
	always @(RX,r[0],r[1],r[2],r[3],r[4],r[5],r[6],r[7])  begin
		case (RX)
		3'b000 : busX = r[0];
		3'b001 : busX = r[1];
		3'b010 : busX = r[2];
		3'b011 : busX = r[3];
		3'b100 : busX = r[4];
		3'b101 : busX = r[5];
		3'b110 : busX = r[6];
		3'b111 : busX = r[7];
		default: busX = 0;
		endcase
	end
	always @(RY,r[0],r[1],r[2],r[3],r[4],r[5],r[6],r[7])begin
		case (RY) 
		3'b000 : busY = r[0];
		3'b001 : busY = r[1];
		3'b010 : busY = r[2];
		3'b011 : busY = r[3];
		3'b100 : busY = r[4];
		3'b101 : busY = r[5];
		3'b110 : busY = r[6];
		3'b111 : busY = r[7];
		default: busY = 0;
		endcase	
	end
endmodule
==> flow/run.sh <==
#!/bin/bash
# OpenROAD 26Q1-2900-gdf79404cd8, Yosys 0.63+post, stock flow scripts
make -C /OpenROAD-flow-scripts/flow DESIGN_CONFIG=/design/flow/config.mk WORK_HOME=/design/flow/orfs finish
==> flow/config.mk <==
export PLATFORM = sky130hd
export DESIGN_NAME = register_file
export DESIGN_NICKNAME = register_file
export VERILOG_FILES = /design/flow/design.v
export SDC_FILE = /design/flow/constraint.sdc
export NUM_CORES = 4
export LEC_CHECK = 1
export CORE_UTILIZATION = 50
==> flow/constraint.sdc <==
current_design register_file

set clk_period 2.3
set clk_io_pct 0.2

create_clock -name clk0 -period $clk_period [get_ports {Clk}]

set non_clock_inputs [all_inputs -no_clocks]
set_input_delay [expr $clk_period * $clk_io_pct] -clock clk0 $non_clock_inputs
set_output_delay [expr $clk_period * $clk_io_pct] -clock clk0 [all_outputs]
==> flow_summary_export.csv <==
group,metric,value,unit
status,status,"finished, final reports clean",
clock_network,cts_tree,"built",
timing,max_slew.worst_pin.slew,0.2353,ns
timing,slew_viol_final,0,
logic_synthesis,ys_types,27,
detailed_routing,drt_iter0_drc,87,
critical_path,endpoint_kind,"primary output",
placement,port_buffers,34,
timing,setup_viol,0,
detailed_routing,ant_nets,0,
logic_synthesis,flop_cell,"edfxtp_1",
detailed_routing,dr_total_vias,1898,
logic_synthesis,top_cell,"edfxtp_1",
logic_synthesis,synth_flops,56,
logic_synthesis,yosysCellCount,179,
critical_path,crit_family,"buffers and inverters",
critical_path,slowest_stage,"mux2_4",
detailed_routing,routedWlPerCell,18.99,um
global_routing,antenna_found_initial,0,
floorplan,die_y,76.40,um
logic_synthesis,synthArstFlopShare,0,%
detailed_routing,antennaDiodeCount,0,
floorplan,core,5205,um2
clock_network,htreeDepth,2,
power_and_ir_drop,vdd_drop_max,0.0004199,V
flow_run,tool_warnings,27,
global_routing,grt-ovfl-total,0,
floorplan,initCoreUtil,53.17,%
layout,drive_above_1_share,40.93,%
clock_network,cts_root_buf,"clkbuf_8",
power_and_ir_drop,leakage,1.422,nW
critical_path,crit_chain,"buf_4 -> buf_6 -> buf_4 -> buf_4 -> mux2_4 -> a221oi_2 -> a311oi_1 -> dlygate4sd2_1",
floorplan,std_cell_rows,26,
hold_path,min_to,"r[6][3]$_DFFE_PP_",
clock_network,path_clk_slew,0.08,ns
floorplan,die_x,76.40,um
timing,period_needed,2.265,ns
layout,area_growth,35.17,%
floorplan,io_pins,35,
timing,rsz0062_at_grt,"yes",
global_routing,grt_max_degree,17,
hold_path,min_from,"busW[3]",
timing,finalHoldViolations,0,
power_and_ir_drop,total_power,2.217,mW
clock_network,cts_buffers,5,
timing,final.setup.tns,0,ns
critical_path,cp_data_required_time,1.84,ns
hold_path,worstHoldPathType,"in2reg",
critical_path,crit_buf_inv,5,
detailed_routing,vias_per_cell,5.769,
flow_run,cap_violations,0,
logic_synthesis,syn-cell-area,2768,um2
critical_path,worst_path_most_repeated_cell,"buf_4",
global_routing,grt_pass1_vias,1985,
layout,stdcell_count,329,
floorplan,design.die.area,5837,um2
layout,largest_register,"r",
logic_synthesis,synth-area-yosys,2768,um2
critical_path,max_stage_delay,0.29,ns
timing,fin_crit_sh,98.49,%
hold_path,hold_path_depth,1,
logic_synthesis,synth_warnings,2,
timing,fmax,441.5,MHz
critical_path,cp-start-kind,"primary input",
logic_synthesis,edf_count,56,
logic_synthesis,netlist.area_leader.share,60.76,%
logic_synthesis,largest_area_cell,"edfxtp_1",
logic_synthesis,yosys-top-cells-count,"edfxtp_1, mux2i_1, a221oi_1",
placement,place_hpwl,4.378,mm
critical_path,crit_type,"in2out",
power_and_ir_drop,p_per_area,592.7,nW/um2
logic_synthesis,area_leaders,"edfxtp_1, mux2i_1, a221oi_1",
timing,slew_headroom,83.86,%
logic_synthesis,avgSynthCellArea,15.46,um2
global_routing,grt_util_all_layers,24.09,%
layout,reg_top3,"r x56",
critical_path,path_max_fanout,6,
clock_network,clock_sinks,56,
detailed_routing,dr.pass1.iters,4,
global_routing,grt_pass1_wl,9.804,mm
critical_path,worstPathArrival,1.81,ns
placement,place.gp.congestion,0.9527,
clock_network,clk_path_buf_depth,2,
logic_synthesis,ys_seq_share,60.76,%
layout,largest_reg_flops,56,
detailed_routing,wirelength,6.247,mm
detailed_routing,post-route-drc-count,0,
logic_synthesis,synthCells,179,
placement,dpl.cell_count,307,
kinds of logic (layout without fill, tap and decap cells):
| kind of cell | Yosys count | after routing | share of synthesized area (%) |
|---|---|---|---|
| AND-OR/OR-AND | 39 | 39 | 13.02 |
| buffers and inverters | 16 | 96 | 4.249 |
| flip-flops | 56 | 56 | 60.76 |
| multiplexers | 40 | 40 | 16.32 |
| AND/OR/NAND/NOR | 28 | 28 | 5.651 |
final cells by class:
| type | count | area (um2) |
|---|---|---|
| fillers | 344 | 1464 |
| flip-flops and latches | 56 | 1682 |
| well taps | 70 | 87.58 |
| clock inverters | 2 | 60.06 |
| repair buffers | 88 | 754.5 |
| clock buffers | 5 | 68.82 |
| inverters | 1 | 3.754 |
| multi-input cells | 107 | 1085 |
layout by cell type, fill, tap and decap left out, drive strengths merged, types with 2 or more instances in the layout:
cell / netlist / layout
bufinv: 0 / 2
mux2: 16 / 16
dlygate4sd2: 0 / 14
buf: 13 / 56
nand2b: 5 / 5
edfxtp: 56 / 56
and2b: 2 / 2
nand2: 3 / 3
and2: 2 / 2
clkdlybuf4s50: 0 / 15
nor2: 6 / 6
a221oi: 23 / 23
a311oi: 7 / 7
clkbuf: 2 / 7
mux2i: 23 / 23
nor2b: 9 / 9
a211oi: 7 / 7
worst max-delay path by stage:
stage     startpoint  endpoint  slack [ns]  cells past startpoint
4_1_cts        RX[0]   busX[6]       0.002                      5
6_report       RY[2]   busY[4]        0.03                      8
5_1_grt        RX[0]   busX[6]      -0.001                      5
timing repair:
action	CTS	global route
pin swaps	13	2
setup endpoints to repair	16	5
resized	56	10
hold buffers	0	0
gates cloned	1	0
buffers inserted	11	3
per-layer routing:
layer	vias to the layer above	track usage, %	wire length [um]
met1	905	32.55	2445
li1	894	-	-
met4	0	4.231	107
met3	11	10.46	545
met2	88	39.10	3148
met5	-	0	0
report_power, final:
part | total [mW] | internal, mW | switching (mW)
Combinational | 0.343 | 0.197 | 0.146
Clock | 0.701 | 0.428 | 0.273
Sequential | 1.17 | 1.16 | 0.0160
stage by stage:
step | hold WS [ns] | instance area [um2] | util [%] | setup slack (ns)
after global routing | 0.8668 | 3741 | 71.88 | -0.001077
after global placement | 1.139 | 3374 | 64.83 | -0.5247
after floorplan | 0.5589 | 2768 | - | 0.5903
after CTS | 0.8485 | 3711 | 71.30 | 0.001607
after detailed placement | 1.165 | 3374 | 64.83 | -0.5020
final | 0.8532 | 3741 | 71.88 | 0.03477
Power figures rest on the tool's default switching activity, not on a simulated workload.
